**flow/design.v**
```verilog
module dcache_data_sram
(
	clk_i,
	addr_i,
	data_i,
	enable_i,
	write_i,
	data_o
);
input				  clk_i;
input	[4:0]		addr_i;
input	[255:0]	data_i;
input				  enable_i;
input				  write_i;
output	[255:0] 	data_o;
reg		[255:0]		memory 			[0:31];	
always@(posedge clk_i) begin
    if(enable_i && write_i) begin
		memory[addr_i]   <= data_i;
	end
end
assign 	data_o = (enable_i) ? memory[addr_i] : 256'b0;
endmodule
module dcache_tag_sram
(
	clk_i,
	addr_i,
	data_i,
	enable_i,
	write_i,
	data_o
);
input				  clk_i;
input	[4:0]		addr_i;
input	[23:0]	data_i;
input				  enable_i;
input				  write_i;
output	[23:0] 		data_o;
reg		[23:0]		memory 			[0:31];	
always@(posedge clk_i) begin
    if(enable_i && write_i) begin
		memory[addr_i]   <= data_i;
	end
end
assign 	data_o = (enable_i) ? memory[addr_i] : 24'b0;
endmodule
module dcache_top
(
	clk_i, 
	rst_i,
	mem_data_i, 
	mem_ack_i, 	
	mem_data_o, 
	mem_addr_o, 	
	mem_enable_o, 
	mem_write_o, 
	p1_data_i, 
	p1_addr_i, 	
	p1_MemRead_i, 
	p1_MemWrite_i, 
	p1_data_o, 
	p1_stall_o
);
input				clk_i; 
input				rst_i;
input	[256-1:0]	  mem_data_i; 
input				      mem_ack_i; 
output	[256-1:0]	mem_data_o; 
output	[32-1:0]	mem_addr_o; 	
output				    mem_enable_o; 
output				    mem_write_o; 
input	[32-1:0]	p1_data_i; 
input	[32-1:0]	p1_addr_i; 	
input				    p1_MemRead_i; 
input				    p1_MemWrite_i; 
output	[32-1:0]p1_data_o; 
output				  p1_stall_o; 
wire	[4:0]		  cache_sram_index;
wire				    cache_sram_enable;
wire	[23:0]		cache_sram_tag;
wire	[255:0]		cache_sram_data;
wire				    cache_sram_write;
wire	[23:0]		sram_cache_tag;
wire	[255:0]		sram_cache_data;
wire				sram_valid;
wire				sram_dirty;
parameter 			STATE_IDLE			  = 3'h0,
					      STATE_READMISS		= 3'h1,
					      STATE_READMISSOK	= 3'h2,
					      STATE_WRITEBACK		= 3'h3,
					      STATE_MISS			  = 3'h4;
reg		[2:0]		state;
reg					  mem_enable;
reg					  mem_write;
reg					  cache_we;
wire				  cache_dirty;
reg					  write_back;
wire	[4:0]		  p1_offset;
wire	[4:0]		  p1_index;
wire	[21:0]		p1_tag;
wire	[255:0]		r_hit_data;
wire	[21:0]		sram_tag;
wire				    hit;
reg		[255:0]		w_hit_data;
wire				    write_hit;
wire				    p1_req;
reg		[31:0]		p1_data;
assign 	p1_req     = p1_MemRead_i | p1_MemWrite_i;
assign	p1_offset  = p1_addr_i[4:0];
assign	p1_index   = p1_addr_i[9:5];
assign	p1_tag     = p1_addr_i[31:10];
assign	p1_stall_o = ~hit & p1_req;
assign	p1_data_o  = p1_data; 
assign	sram_valid = sram_cache_tag[23];
assign	sram_dirty = sram_cache_tag[22];
assign	sram_tag   = sram_cache_tag[21:0];
assign	cache_sram_index  = p1_index;
assign	cache_sram_enable = p1_req;
assign	cache_sram_write  = cache_we | write_hit;
assign	cache_sram_tag    = {1'b1, cache_dirty, p1_tag};	
assign	cache_sram_data   = (hit) ? w_hit_data : mem_data_i;
assign	mem_enable_o = mem_enable;
assign	mem_addr_o   = (write_back) ? {sram_tag, p1_index, 5'b0} : {p1_tag, p1_index, 5'b0};
assign	mem_data_o   = sram_cache_data;
assign	mem_write_o  = mem_write;
assign	write_hit    = hit & p1_MemWrite_i;
assign	cache_dirty  = write_hit;
assign hit			= ((sram_tag == p1_tag) && sram_valid == 1'b1) ? 1'b1 : 1'b0;
assign r_hit_data	= ((sram_tag == p1_tag) && sram_valid == 1'b1) ? dcache_data_sram.data_o : 256'b0; 
integer i;
integer j;
always@(p1_offset or r_hit_data) begin
	for(i=0;i<32;i=i+1) begin
		p1_data[i] = r_hit_data[p1_offset*8+i];
	end
end
always@(p1_offset or r_hit_data or p1_data_i) begin
	w_hit_data = r_hit_data;
	for(j=0;j<32;j=j+1) begin
		w_hit_data[p1_offset*8+j] = p1_data_i[j];
	end
end
always@(posedge clk_i or negedge rst_i) begin
	if(~rst_i) begin
		state      <= STATE_IDLE;
		mem_enable <= 1'b0;
		mem_write  <= 1'b0;
		cache_we   <= 1'b0; 
		write_back <= 1'b0;
	end
	else begin
		case(state)		
			STATE_IDLE: begin
				if(p1_req && !hit) begin	 
					state <= STATE_MISS;
				end
				else begin
					state <= STATE_IDLE;
				end
			end
			STATE_MISS: begin
				if(sram_dirty) begin		 
					state <= STATE_WRITEBACK;
					mem_enable <= 1'b1;
					mem_write <= 1'b1;
					write_back <= 1'b1;
					cache_we <= 1'b0;
				end
				else begin					 
					state <= STATE_READMISS;
					mem_enable <= 1'b1;
					mem_write <= 1'b0;
					write_back <= 1'b0;
					cache_we <= 1'b0;
				end
			end
			STATE_READMISS: begin
				if(mem_ack_i) begin			 
					state <= STATE_READMISSOK;
					mem_enable <= 1'b0;
					cache_we <= 1'b1;
					write_back <= 1'b0;
					mem_write <= 1'b0;
				end
				else begin
					state <= STATE_READMISS;
				end
			end
			STATE_READMISSOK: begin			 
				state <= STATE_IDLE;
				cache_we <= 1'b0;
				mem_enable <= 1'b0;
				write_back <= 1'b0;
				mem_write <= 1'b0;
			end
			STATE_WRITEBACK: begin
				if(mem_ack_i) begin			 
					state <= STATE_READMISS;
					mem_enable <= 1'b1;
					cache_we <= 1'b0;
					write_back <= 1'b0;
					mem_write <= 1'b0;
				end
				else begin
					state <= STATE_WRITEBACK;
				end
			end
		endcase
	end
end
dcache_tag_sram dcache_tag_sram
(
	.clk_i(clk_i),
	.addr_i(cache_sram_index),
	.data_i(cache_sram_tag),
	.enable_i(cache_sram_enable),
	.write_i(cache_sram_write),
	.data_o(sram_cache_tag)
);
dcache_data_sram dcache_data_sram
(
	.clk_i(clk_i),
	.addr_i(cache_sram_index),
	.data_i(cache_sram_data),
	.enable_i(cache_sram_enable),
	.write_i(cache_sram_write),
	.data_o(sram_cache_data)
);
endmodule
```
**flow/config.mk**
```make
export PLATFORM = sky130hd
export DESIGN_NAME = dcache_top
export DESIGN_NICKNAME = dcache_top
export VERILOG_FILES = /design/flow/design.v
export SDC_FILE = /design/flow/constraint.sdc
export NUM_CORES = 4
export LEC_CHECK = 1
export CORE_UTILIZATION = 30
export SYNTH_MEMORY_MAX_BITS = 65536
```
**flow/constraint.sdc**
```tcl
current_design dcache_top

set clk_period 184.2
set clk_io_pct 0.2

create_clock -name clk0 -period $clk_period [get_ports {clk_i}]

set non_clock_inputs [all_inputs -no_clocks]
set_input_delay [expr $clk_period * $clk_io_pct] -clock clk0 $non_clock_inputs
set_output_delay [expr $clk_period * $clk_io_pct] -clock clk0 [all_outputs]
```
**flow/run.sh**
```bash
#!/bin/bash
# OpenROAD 26Q1-2900-gdf79404cd8, Yosys 0.63+post, stock flow scripts
make -C /OpenROAD-flow-scripts/flow DESIGN_CONFIG=/design/flow/config.mk WORK_HOME=/design/flow/orfs finish
```
==> out/metrics.yaml <==
die:
  core-area_um2: 1151000
  initial_core_util_pct: 30.10
  die_x_um: 1077
  die-area_um2: 1159000
  io_pins: 648
  die_h_um: 1077
  rows: 394
clock_tree:
  clkLatencyLatePin_ns: 1.27
  clockBufferDepth: 5
  cts_tree: "done"
  cts-root-buf: "clkbuf_16"
  ctsResizeCount: 0
  ctsHoldBuffers: 0
  cts_inserted_buffers: 896
  h-tree-depth: 6
  cts_num_sinks: 8936
  cts_setup_buffers: 0
  clkSlewWorstSetupHoldPaths_ns: 0.05
global_route:
  grt_util_met1_pct: 21.89
  globalRouteOverflowTotal: 0
  grt_util_met3_pct: 18.97
  busiest_layer: "met2"
  grt_pass1_wl_um: 1660000
  grt_max_degree: 109
  antenna_found_initial: 306
  grt_pass1_vias: 195500
  grt.total_usage_pct: 22.56
  grt_use_met2_pct: 31.86
setup_path:
  crit_chain: "buf_16, buf_4, buf_4, buf_4, buf_4, buf_4, buf_4, buf_4, buf_4, buf_4, buf_4, mux4_2, a22o_1, a221oi_1, a31oi_1, clkdlybuf4s50_1"
  critical_path.slowest_cell: "buf_4"
  critPathMaxStageDelay_ns: 0.76
  required_ns: 147.36
  path_max_fanout: 85
  worst_setup_path_start_kind: "primary input"
  crit_top_cell: "buf_4"
  critPathBufInv: 12
  cp-end-kind: "output pin"
  cp_top_family: "buffers and inverters"
  arrival_ns: 45.87
  worst-setup-path-type: "in -> out"
sta:
  worst_slew_pin_slew_ns: 1.221
  period_minus_slack_ns: 82.71
  setup_violations: 0
  final_max_slew_viol_count: 0
  skew_ns: 0.1807
  setup_slack_ns: 101.49
  relSlewSlack_pct: 18.58
  timing.hold.ws_ns: 0.4802
  setup_tns_ns: 0
  hold_viol: 0
  timing.final.crit_share_pct: 44.90
  rsz0062_at_grt: "false"
  clock.fmax_ghz: 0.01209
power_and_ir_drop:
  pwr-share-seq_pct: 52.0
  peakVddDrop_mv: 0.009705
  p_sw_share_pct: 22.44
  clkPwrFrac_pct: 41.5
  intPower_mw: 3.367
  power_switching_mw: 0.9743
  leakage_nw: 124.1
  pwr_density_cell_nw_per_um2: 10.57
  p_comb_share_pct: 6.5
drt:
  via_per_inst: 5.229
  drt-initial-drc-count: 13680
  drc: 0
  routed_wl_um: 1231000
  ant_nets: 0
  routedWlPerCell_um: 35.20
  vias: 182900
  first_pass_iters: 6
synthesis:
  ff_type: "edfxtp_1"
  ys_cells: 15680
  synthCells: 15680
  synth_seq_share_pct: 77.43
  synth_warnings: 5
  syn_area_per_cell_um2: 22.10
  edf_count: 8928
  syn_area_um2: 346500
  synth.distinct_cells: 62
  ys.flops: 8936
  ys_async_sr_fraction_pct: 0.08953
  synth-area-yosys_um2: 346500
flow_run:
  cap_violations: 0
  warnings: 43
run_status:
  status: "finished clean"
place:
  portBuffers: 610
  pre_cts_ws_ns: 101.20
  gp_congestion: 0.9647
  hpwl_um: 753900
finish:
  drive_gt1_share_pct: 26.31
  synthToLayoutAreaGrowth_pct: 18.59
min_path:
  min_path_type: "reg -> reg"
-- power groups by stage --
| stage | Sequential [mW] | Clock [mW] | Combinational (mW) |
|---|---|---|---|
| final | 2.26 | 1.80 | 0.282 |
| after global routing | 2.26 | 1.90 | 0.298 |
| after CTS | 2.26 | 1.83 | 0.282 |
-- cell usage in the layout (no fill, tap or decap), drive strengths merged, types with 280 or more instances in the layout --
| cell | count |
|---|---|
| o22ai | 565 |
| mux4 | 2104 |
| diode | 1569 |
| a22oi | 730 |
| clkinv | 429 |
| a31oi | 280 |
| clkdlybuf4s50 | 608 |
| edfxtp | 8928 |
| clkbuf | 1086 |
| buf | 1236 |
-- tightest hold or removal path, stage by stage (launching register included) --
cell and delay [ns]:
dfstp_2 0.36, inv_1 0.05, o21bai_1 0.07
-- layer usage --
metal  vias up  part of all wire [%]
met2     14810                    45
met1     92210                    28
met5         -                  0.21
li1      73290                     -
met3      2477                    19
met4       130                   8.1
-- kinds of logic after synthesis --
family	share of synthesized area [%]
AND/OR/NAND/NOR	0.8544
multiplexers	15.33
buffers and inverters	1.334
flip-flops	77.43
XOR/XNOR	0.08847
adder cells (fa/ha/maj)	0.05778
AND-OR/OR-AND	4.900
other	0.001082
-- flip-flops by register name, indices dropped and copies added, names as in the netlist --
register	cells
dcache_data_sram.memory	8192
mem_enable	1
cache_we	1
dcache_tag_sram.memory	736
write_back	1
state	5
-- final timing paths --
check	startpoint	end	slack, ns	depth (start not counted)
worst min register to register	state[0]	state[0]	0.48	2
worst min-delay path	state[0]	state[0]	0.48	2
max in group asynchronous	rst_i	state[0]	147.92	1
min in group asynchronous	rst_i	state[1]	35.98	1
worst max-delay path	p1_addr_i[5]	mem_data_o[133]	101.49	16
worst max register to register	dcache_tag_sram.memory[23][1]	dcache_data_sram.memory[1][60]	176.66	17
-- through the flow --
stage / power [mW] / cell area [um^2] / util (%) / cells
6_report: 4.342 / 410900 / 35.70 / 34980
3_5_place_dp: 2.583 / 377800 / 32.82 / 31770
2_1_floorplan: 2.444 / 346600 / - / 15720
5_1_grt: 4.457 / 410300 / 35.65 / 34760
3_3_place_gp: 2.581 / 377800 / 32.82 / 31770
4_1_cts: 4.366 / 407000 / 35.36 / 33410
-- layout make-up --
type,count,area (um^2)
fill,104100,740200
sequential,8936,268300
multi-input combinational,5726,74560
clock buffer,1086,23160
tap,15250,19080
timing repair buffer,1844,15840
clock inverter,559,5983
antenna,1569,3926
inverter,16,60.06
-- synthesized netlist by cell type, types with 36 or more instances --
library cell / count / area [um^2]
o21ai_0: 36 / 180.2
a22oi_1: 730 / 5480
buf_4: 85 / 638.1
nor2_1: 194 / 728.2
buf_1: 46 / 172.7
nand2_1: 247 / 927.1
o22ai_1: 565 / 3535
buf_2: 237 / 1186
a221oi_1: 263 / 2303
a22o_1: 279 / 2444
clkbuf_1: 665 / 2496
mux2i_1: 259 / 2592
edfxtp_1: 8928 / 268100
mux2_1: 240 / 2703
mux4_2: 2104 / 47390
nor3_1: 46 / 230.2
mux2_2: 39 / 439.2
a21oi_1: 85 / 425.4
a31oi_1: 280 / 1752
Power is estimated from default activity; no workload was simulated.
