File: ./config.mk
export PLATFORM = sky130hd
export DESIGN_NAME = IDEX
export DESIGN_NICKNAME = IDEX
export VERILOG_FILES = /design/flow/design.v
export SDC_FILE = /design/flow/constraint.sdc
export NUM_CORES = 4
export LEC_CHECK = 1
export CORE_AREA = 10 10 166 166
export DIE_AREA = 0 0 176 176
File: ./constraint.sdc
current_design IDEX

set clk_period 1.0
set clk_io_pct 0.2

create_clock -name clk0 -period $clk_period [get_ports {clk_i}]

set non_clock_inputs [all_inputs -no_clocks]
set_input_delay [expr $clk_period * $clk_io_pct] -clock clk0 $non_clock_inputs
set_output_delay [expr $clk_period * $clk_io_pct] -clock clk0 [all_outputs]
File: ./design.v
module IDEX
(
	clk_i,
	WBCtrl_i,
	MemCtrl_i,
	ExCtrl_i,
	Data1_i,
	Data2_i,
	SignExt_i,
	RegRd_i,
	RegRs_i,
	RegRt_i,
	stall_i,
	WBCtrl_o,
	MemCtrl_o,
	ALUSrc_o,
	ALUOp_o,
	RegDst_o,
	Data1_o,
	Data2_o,
	RegRs_o,
	RegRt_o,
	RegRd_o,
	SignExt_o
);
input				clk_i;
input   			stall_i;
input	[1:0]		WBCtrl_i;
input	[1:0]		MemCtrl_i;
input	[3:0]		ExCtrl_i;
input	[31:0]		Data1_i;
input	[31:0]		Data2_i;
input	[31:0]		SignExt_i;
input	[4:0]		RegRd_i;
input	[4:0]		RegRs_i;
input	[4:0]		RegRt_i;
output	[1:0]		WBCtrl_o;
output	[1:0]		MemCtrl_o;
output				ALUSrc_o;
output	[1:0]		ALUOp_o;
output				RegDst_o;
output	[31:0]		Data1_o;
output	[31:0]		Data2_o;
output	[4:0]		RegRs_o;
output	[4:0]		RegRt_o;
output	[4:0]		RegRd_o;
output	[31:0]		SignExt_o;
reg		[1:0]		WBCtrl_o;
reg		[1:0]		MemCtrl_o;
reg					ALUSrc_o;
reg		[1:0]		ALUOp_o;
reg					RegDst_o;
reg		[31:0]		Data1_o;
reg		[31:0]		Data2_o;
reg		[4:0]		RegRs_o;
reg		[4:0]		RegRt_o;
reg		[4:0]		RegRd_o;
reg		[31:0]		SignExt_o;
always@(posedge clk_i) begin
	if(stall_i) begin
		WBCtrl_o <= WBCtrl_o;
		MemCtrl_o <= MemCtrl_o;
		ALUSrc_o <= ALUSrc_o;
		ALUOp_o <= ALUOp_o;
		RegDst_o <= RegDst_o;
		Data1_o <= Data1_o;
		Data2_o <= Data2_o;
		RegRs_o <= RegRs_o;
		RegRd_o <= RegRd_o;
		RegRt_o <= RegRt_o;
		SignExt_o <= SignExt_o;
	end
	else begin
		WBCtrl_o <= WBCtrl_i;
		MemCtrl_o <= MemCtrl_i;
		ALUSrc_o <= ExCtrl_i[0];
		ALUOp_o <= ExCtrl_i[2:1];
		RegDst_o <= ExCtrl_i[3];
		Data1_o <= Data1_i;
		Data2_o <= Data2_i;
		RegRs_o <= RegRs_i;
		RegRd_o <= RegRd_i;
		RegRt_o <= RegRt_i;
		SignExt_o <= SignExt_i;
	end
end
endmodule
File: ./run.sh
#!/bin/bash
# OpenROAD 26Q1-2900-gdf79404cd8, Yosys 0.63+post, stock flow scripts
make -C /OpenROAD-flow-scripts/flow DESIGN_CONFIG=/design/flow/config.mk WORK_HOME=/design/flow/orfs finish
==> results.py <==
# Flow results
metrics = {
    "status": {
        "status": "finished with violations",
        "violations": "setup timing",
    },
    "final_timing": {
        "finalHoldViolations": 0,
        "maxSlewHeadroom_pct": 88.09,
        "post-route-period-util_pct": 114.1,
        "hold-worst-slack_ns": 0.3429,
        "rsz0062_at_grt": "true",
        "fmaxAchievable_ghz": 0.8761,
        "fin_ws_ns": -0.1415,
        "layout_min_cycle_time_ns": 1.141,
        "setup-violations-final": 119,
        "worstMarginPinSlew_ns": 0.1786,
        "drv_slew": 0,
    },
    "die": {
        "ios": 240,
        "chipArea_mm2": 0.03098,
        "design.core.area_mm2": 0.02411,
        "die_h_um": 176,
        "num_rows": 57,
        "die_width_um": 176,
        "fp_util_pct": 14.84,
    },
    "layout": {
        "layout-drive-gt1-share_pct": 40.30,
        "logic_gates": 0,
        "final_cell_mix": "edfxtp_1 (119), clkdlybuf4s50_1 (119), buf_2 (119)",
        "num-fill-cells": 2522,
        "area.growth.synth_to_final_pct": 81.78,
        "ff_latch_area_mm2": 0.003573,
        "logic_area_um2": 0,
    },
    "worst_setup_path": {
        "crit_path_max_incr_delay_ns": 0.39,
        "worst_setup_path_start_kind": "flip-flop",
        "setup.worst_path.end_class": "primary output",
        "path_max_fanout": 1,
        "criticalPathCategory": "reg2out",
        "crit_slowest_cell": "edfxtp_1",
        "cp_cell_sequence": "buf_2",
        "crit_arrival_ns": 0.94,
        "crit_buf_inv": 1,
        "cp_data_required_time_ns": 0.80,
        "critical_path.top_delay_family": "flip-flops",
    },
    "placed_design": {
        "dp_hpwl_um": 9015,
        "port_buffers": 239,
        "dpl_worst_slack_ns": -0.4420,
        "gp_congestion": 0.7744,
    },
    "global_routing": {
        "grt_max_degree": 29,
        "grt_pass1_wl_um": 16660,
        "track_usage_pct": 7.208,
        "antenna_found_initial": 0,
        "grt-ovfl-total": 0,
        "grt_pass1_vias": 2554,
    },
    "min_path": {
        "hold_depth": 1,
        "hold_end": "SignExt_o[17]",
        "hp-class": "in2reg",
        "hold_start": "SignExt_i[17]",
    },
    "clock_network": {
        "cts_buffers": 17,
        "hold_buffers": 0,
        "clk_pin_slew_ns": 0.06,
        "cts_tree": "yes",
        "cts.path.max_buffers": 2,
        "clock-sinks": 119,
        "h-tree-depth": 4,
        "cts_root_buffer": "clkbuf_16",
    },
    "logic_synthesis": {
        "ys_seq_share_pct": 99.90,
        "ys_chip_area_mm2": 0.003577,
        "avgSynthCellArea_um2": 29.81,
        "ys_warn_count": 1,
        "syn_inst": 120,
        "synth-cells-yosys": 120,
        "synth_cell_types": 2,
        "synth_flops": 119,
        "synth.cell_area_mm2": 0.003577,
    },
    "power": {
        "total_power_w": 0.01291,
        "peakVddDrop_mv": 1.073,
        "leakage_nw": 2.440,
        "p_per_area_mw_per_mm2": 1986,
    },
    "run": {
        "warning_count": 28,
        "max-cap-violations": 0,
    },
    "drt": {
        "vias": 2235,
        "drt_iter0_drc": 92,
        "avgViaCountPerCell": 3.070,
        "drt_wl_total_um": 11310,
        "drc": 0,
        "wl_per_cell_um": 15.54,
        "antenna_left": 0,
        "dr.pass1.iters": 4,
    },
}
## cells by family (layout without fill, tap and decap cells)
logic type             count (synthesis)  count (layout)  synth area share, %
other                                  0               2                    0
buffers and inverters                  1             283               0.1048
DFF                                  119             119                99.90
## timing repair
action	CTS	global route
gates cloned	0	0
resized	389	0
pin swaps	0	0
setup buffers	0	0
setup endpoints to repair	134	119
## layer usage
layer / global-route usage, % / vias to the layer above / wire length (µm)
met1: 7.924 / 1048 / 4036
met5: 0 / - / 0
met4: 1.307 / 0 / 216
met2: 11.49 / 139 / 5470
met3: 4.946 / 15 / 1588
li1: - / 1033 / -
## metrics by stage
stage,setup TNS (ns),util [%],cell area (µm²),instances
finish,-9.839,26.97,6502,728
detailed placement,-50.46,27.01,6511,694
global placement,-51.35,27.01,6511,694
global route,-16.75,26.95,6497,726
floorplan,-154.23,-,3581,120
CTS,-13.97,26.95,6497,726
## synthesized netlist by cell type
| master | count | area, µm² |
|---|---|---|
| edfxtp_1 | 119 | 3573 |
| inv_1 | 1 | 3.750 |
## area by class of cell
| cell class | count | area share, % |
|---|---|---|
| sequential | 119 | 54.95 |
| clock inverter | 14 | 2.367 |
| inverter | 1 | 0.1155 |
| tap | 324 | 6.234 |
| antenna | 2 | 0.07697 |
| clock buffer | 18 | 6.600 |
| timing repair buffer | 250 | 29.65 |
## state kept, by name, summed over array words and instances (netlist names)
| signal | cells |
|---|---|
| SignExt_o | 32 |
| RegDst_o | 1 |
| MemCtrl_o | 2 |
| RegRt_o | 5 |
| WBCtrl_o | 2 |
| RegRd_o | 5 |
| Data2_o | 32 |
| Data1_o | 32 |
| ALUOp_o | 2 |
| ALUSrc_o | 1 |
| RegRs_o | 5 |
## worst max path at each step
stage,start,to,slack (ns),depth (start not counted)
after CTS,Data2_o[18],Data2_o[18],-0.17,1
after global routing,Data2_o[7],Data2_o[7],-0.20,1
final,Data2_o[7],Data2_o[7],-0.14,1
## power breakdown
part           leakage [nW]  internal, W  switching, W
clock                 0.265      0.00368       0.00227
sequential             1.16      0.00593     0.0000840
combinational          1.01     0.000685      0.000275
total                  2.44       0.0103       0.00262
Power figures rest on the tool's default switching activity, not on a simulated workload.
