==> ./design.v <==
module MUX32_3
(
	data1_i,
	data2_i,
	data3_i,
	select_i,
	data_o
);
input	[31:0]		data1_i;
input	[31:0]		data2_i;
input	[31:0]		data3_i;
output	[31:0]		data_o;
input 	[1:0]		select_i;
assign 	data_o		=	(select_i == 2'b00) ? data1_i :
						(select_i == 2'b01) ? data2_i :
						(select_i == 2'b10) ? data3_i :
						32'bx;
endmodule
==> ./run.sh <==
#!/bin/bash
# OpenROAD 26Q1-2900-gdf79404cd8, Yosys 0.63+post, stock flow scripts
make -C /OpenROAD-flow-scripts/flow DESIGN_CONFIG=/design/flow/config.mk WORK_HOME=/design/flow/orfs finish
==> ./config.mk <==
export PLATFORM = sky130hd
export DESIGN_NAME = MUX32_3
export DESIGN_NICKNAME = MUX32_3
export VERILOG_FILES = /design/flow/design.v
export SDC_FILE = /design/flow/constraint.sdc
export NUM_CORES = 4
export LEC_CHECK = 1
export CORE_AREA = 10 10 71 71
export DIE_AREA = 0 0 81 81
==> ./constraint.sdc <==
current_design MUX32_3

set clk_period 3.2
set clk_io_pct 0.2

create_clock -name clk0 -period $clk_period

set non_clock_inputs [all_inputs -no_clocks]
set_input_delay [expr $clk_period * $clk_io_pct] -clock clk0 $non_clock_inputs
set_output_delay [expr $clk_period * $clk_io_pct] -clock clk0 [all_outputs]
==> impl_metrics.tcl <==
# metrics dict for downstream scripts
set metrics [dict create \
    globalplace.congestion 0.804 \
    post-route-period-util_pct 80.1 \
    first_pass_iters 4 \
    io_pins 130 \
    antenna_cells 0 \
    startpoint "select_i[0]" \
    warnings 32 \
    fin_crit_ns 2.56 \
    end_kind "output pin" \
    tns_ns 0 \
    syn_area_um2 714 \
    worstPathCellList "buf_2 > buf_12 > mux2i_1 > o21ai_1 > clkdlybuf4s50_1" \
    top_area_cell "mux2i_1" \
    top_cells_by_count "32 x mux2i_1, 32 x nand2_1, 28 x o21ai_1, 7 x buf_2, 3 x buf_12" \
    tightest_slew_ns 0.358 \
    rsz0062_at_grt "no" \
    synth_area_per_cell_um2 6.68 \
    syn_to_final_growth_pct 180 \
    grt_first_pass_wirelength_um 6030 \
    portBuffers 130 \
    hold_path_startpoint "select_i[1]" \
    grt.total_usage_pct 11.4 \
    vias_per_cell 4.26 \
    power.density_nw_per_um2 130 \
    grt_max_degree 49 \
    ys_seq_share_pct 0 \
    dp_hpwl_um 3620 \
    cp_data_required_time_ns 2.56 \
    clkbuf_count 0 \
    chipArea_um2 6560 \
    ys_types 8 \
    gr-total-overflow 0 \
    wl_per_cell_um 14.8 \
    vias 1175 \
    fp.coreArea_um2 3630 \
    hold_viol 0 \
    die_w_um 81 \
    cp_max_fo 21 \
    timing.hold.ws_ns 2.02 \
    crit_path_max_incr_delay_ns 0.50 \
    die_h_um 81 \
    power_leakage_uw 0.000831 \
    antenna_found_initial 0 \
    hp-class "primary input to output pin" \
    routed_wl_um 4080 \
    yosys_cells 107 \
    ys_top_cells_by_area "mux2i_1 45%, o21ai_1 20%, nand2_1 17%, buf_12 8.4%, buf_2 4.9%" \
    syn_inst 107 \
    startpoint_type "primary input" \
    ant_nets 0 \
    top_area_share_pct 44.8 \
    cap_violations 0 \
    grt_pass1_vias 1206 \
    timing.slew.headroom_pct 76.1 \
    cts_resized 0 \
    drt_iter0_markers 44 \
    flops 0 \
    drv_slew 0 \
    vdd_drop_max_uv 72.2 \
    drive_above_1_share_pct 2.63 \
    critical_path_class "primary input to output pin" \
    fill_cells 333 \
    seqCellArea_um2 0 \
    crit_arrival_ns 1.92 \
    post-cts-setup-buffer-count 0 \
    hold_buffers 0 \
    fp_util_pct 19.7 \
    ys_warn_count 0 \
    status "complete, no violations" \
    fmax_mhz 390 \
    synth-area-yosys_um2 714 \
    crit_path_top_delay_cell "clkdlybuf4s50_1" \
    setup_viol 0 \
    route.detailed.drc 0 \
    rows 22 \
]
## path summary, 6_finish.rpt
path | end | slack [ns] | cells past startpoint
worst min-delay path | data_o[20] | 2.02 | 4
worst max-delay path | data_o[8] | 0.64 | 5
## power breakdown
group	internal [uW]	total, uW	switching (uW)	leakage, uW
Combinational	194	259	64.6	0.000831
Sequential	0	0	0	0
Clock	0	0	0	0
Total	194	259	64.6	0.000831
## per-layer routing
| layer | global-route usage (%) | routed length [um] | vias to the layer above |
|---|---|---|---|
| li1 | - | - | 617 |
| met5 | 0 | 0 | - |
| met4 | 0 | 0 | 0 |
| met1 | 12.7 | 1390 | 497 |
| met3 | 5.12 | 506 | 0 |
| met2 | 20.7 | 2180 | 61 |
## cell usage in the layout, fill, tap and decap left out
cell type,instances
clkdlybuf4s50_1,128
mux2i_1,32
nand2_1,32
o21ai_1,28
o21ai_2,2
o21ai_0,2
buf_2,2
buf_12,2
## worst max-delay path: cells and delay by family
kind | cells | cell delay [ns]
AOI/OAI and AO/OA | 1 | 0.12
buffers and inverters | 3 | 1.06
muxes | 1 | 0.09
## logic make-up after synthesis
| logic type | count (synthesis) | synth area share, % |
|---|---|---|
| compound gates | 32 | 23.5 |
| buf+inv | 11 | 14.9 |
| mux | 32 | 44.8 |
| simple gates | 32 | 16.8 |
## area by class of cell
type               count  area (um2)  area share, %
multi-input cells     96         608           30.4
well taps             48        60.1           3.00
repair buffers       132        1330           66.6
## metrics by stage
stage               worst slack, ns  cell area [um2]  util, %  std cells  total power, uW
floorplan                      1.42              714        -        107             72.4
global placement              0.630             2000     55.0        276              262
detailed placement            0.610             2000     55.0        276              263
CTS                           0.609             2000     55.0        276              265
global route                  0.514             2000     55.0        276              283
finish                        0.636             2000     55.0        276              259
Power figures rest on the tool's default switching activity, not on a simulated workload.
